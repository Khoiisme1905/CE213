File: config.mk
export PLATFORM = sky130hd
export DESIGN_NAME = Datapath
export DESIGN_NICKNAME = Datapath
export VERILOG_FILES = /design/flow/design.v
export SDC_FILE = /design/flow/constraint.sdc
export NUM_CORES = 4
export LEC_CHECK = 1
export CORE_UTILIZATION = 30
File: constraint.sdc
current_design Datapath

set clk_period 21.9
set clk_io_pct 0.2

create_clock -name clk0 -period $clk_period [get_ports {clk}]

set non_clock_inputs [all_inputs -no_clocks]
set_input_delay [expr $clk_period * $clk_io_pct] -clock clk0 $non_clock_inputs
set_output_delay [expr $clk_period * $clk_io_pct] -clock clk0 [all_outputs]
File: design.v
module Datapath (
    input clk,
    input reset,
    input RegDst,
    input RegWrite,
    input ALUSrc,
    input Jump,
    input MemtoReg,
    input PCSrc,
    input [3:0] ALUControl,
    input [31:0] ReadData,
    input [31:0] Instr,
    output [31:0] PC,
    output ZeroFlag,
    output [31:0] WriteData,
    output [31:0] ALUResult
);
    wire [31:0] PCNext, PCplus4, PCbeforeBranch, PCBranch;
    wire [31:0] extendedimm, extendedimmafter, MUXresult, dataone, aluop2;
    wire [4:0] writereg;
    flopr_param #(32) PCregister (
        .clk(clk),
        .rst(reset),
        .d(PCNext),
        .q(PC)
    );
    assign PCplus4 = PC + 32'd4;
    signext immextention (
        .a(Instr[15:0]),
        .y(extendedimm)
    );
    sl2 shifteradd2 (
        .a(extendedimm),
        .y(extendedimmafter)
    );
    assign PCbeforeBranch = PCplus4 + extendedimmafter;
    wire [31:0] PCBranchIntermediate;
    assign PCBranchIntermediate = PCSrc ? PCbeforeBranch : PCplus4;
    wire [31:0] jump_addr;
    assign jump_addr = {PCplus4[31:28], Instr[25:0], 2'b00};
    assign PCNext = Jump ? jump_addr : PCBranchIntermediate;
    registerfile32 RF (
        .clk(clk),
        .we(RegWrite),
        .reset(reset),
        .ra1(Instr[25:21]),
        .ra2(Instr[20:16]),
        .wa(writereg),
        .wd(MUXresult),
        .rd1(dataone),
        .rd2(WriteData)
    );
    assign writereg = RegDst ? Instr[15:11] : Instr[20:16];
    assign aluop2 = ALUSrc ? extendedimm : WriteData;
    alu32 alucomp (
        .a(dataone),
        .b(aluop2),
        .f(ALUControl),
        .shamt(Instr[10:6]),
        .y(ALUResult),
        .zero(ZeroFlag)
    );
    assign MUXresult = MemtoReg ? ReadData : ALUResult;
endmodule
module alu32 (
    input [31:0] a,
    input [31:0] b,
    input [3:0] f,
    input [4:0] shamt,
    output reg [31:0] y,
    output reg zero
);
    always @(*) begin
        case (f)
            4'b0000: y = a + b;
            4'b0001: y = a - b;
            4'b0010: y = a & b;
            4'b0011: y = a | b;
            4'b0100: y = a ^ b;
            4'b0101: y = b << shamt;
            4'b0110: y = b >> shamt;
            4'b0111: y = $signed($signed(b) >>> shamt);
            4'b1000: y = $signed(a) < $signed(b) ? 1 : 0;
            4'b1001: y = a < b ? 1 : 0;
            4'b1010: y = ~(a | b);
            4'b1011: y = b << a;
            4'b1100: y = b >> a;
            4'b1101: y = $signed($signed(b) >>> a);
            4'b1110: y = {b[15:0], 16'b0};
            default: y = 32'b0;
        endcase
        zero = (y == 32'b0);
    end
endmodule
module flopr_param #(
    parameter n = 32  
) (
    input clk,         
    input rst,         
    output reg [n-1:0] q,  
    input [n-1:0] d    
);
    always @(posedge clk) begin
        if (rst) begin
            q <= 0;  
        end else begin
            q <= d;  
        end
    end
endmodule
module registerfile32 (
    input clk,
    input we,
    input reset,
    input [4:0] ra1,
    input [4:0] ra2,
    input [4:0] wa,
    input [31:0] wd,
    output [31:0] rd1,
    output [31:0] rd2
);
    reg [31:0] register [31:0];
    integer i;
    initial begin
        for (i = 0; i < 32; i = i + 1) begin
            register[i] = 32'd0;
        end
    end
    always @(posedge clk) begin
        register[0] = 32'd0;  
        if (reset) begin
            for (i = 0; i < 32; i = i + 1) register[i] = 32'd0;
        end
        else if (we && wa != 0) begin
            register[wa] = wd;
        end
    end
    assign rd1 = register[ra1];
    assign rd2 = register[ra2];
endmodule
module signext (
    input [15:0] a,
    output [31:0] y
);
    assign y = {{16{a[15]}}, a};
endmodule
module sl2 (
    input [31:0] a,
    output [31:0] y
);
    assign y = a << 2;
endmodule
File: run.sh
#!/bin/bash
# OpenROAD 26Q1-2900-gdf79404cd8, Yosys 0.63+post, stock flow scripts
make -C /OpenROAD-flow-scripts/flow DESIGN_CONFIG=/design/flow/config.mk WORK_HOME=/design/flow/orfs finish
==> reports/README.md <==
| Result | Reported | Unit |
| --- | --- | --- |
| P&R area growth vs syn | 13.8 | % |
| Register-to-register path setup slack | 14.02 | ns |
| Final clock period utilization by the worst path | 85.5 | % |
| Final core utilization | 34.3 | % |
| Req. time, crit path | 17.52 | ns |
| TritonCTS clock tree | done | - |
| Cell depth of the worst hold path | 3 | - |
| Die boundary height | 483 | µm |
| Most frequent cells in the layout | nor2_1 (1314), edfxtp_1 (992), mux2i_1 (638) | - |
| Remaining Overflow, GRT | 0 | - |
| Remaining number of nets flagged by the antenna check after routing | 0 | - |
| Relative contribution of combinational cells to total power | 26.7 | % |
| Final tally of setup violations | 0 | - |
| H-tree depth | 3 | - |
| Largest fanout on the critical path | 30 | - |
| Headroom to the max-slew limit | 22.9 | % |
| Register-to-Register Path Depth | 21 | - |
| Hold Buf Count CTS | 0 | - |
| Vias | 58320 | - |
| Hold path start | PCregister.q[31]$_SDFF_PP0_ | - |
| Number of global-route vias before repair | 58614 | - |
| Critical path endpoint category | primary output | - |
| Slowest CP cell | a2111oi_0 | - |
| Area of the placeable core | 230000 | µm² |
| Final count of hold timing violations | 0 | - |
| Highest ir drop seen on vdd | 0.0640 | mV |
| Mean instance size in the synthesized netlist | 10.6 | µm² |
| Clk Tree Root Cell | clkbuf_16 | - |
| Int Pwr | 3.92 | mW |
| Post-synth EDFFs | 992 | - |
| Routed len/inst | 33.4 | µm |
| Biggest cell delay along the critical path | 0.83 | ns |
| Arrival @ worst endpoint | 14.34 | ns |
| Endpoint of the most critical register-to-register path | RF.register[23][0]$_SDFFCE_PN0P_ | - |
| Proportion of total power due to net switching | 33.1 | % |
| DRT Wirelength | 325 | mm |
| Post-synth ARST share | 0 | % |
| Endpoint with the worst hold slack | PCregister.q[31]$_SDFF_PP0_ | - |
| Number of warnings printed during yosys synthesis | 3 | - |
| Resized cells post-CTS | 0 | - |
| Most frequent logic cell in the layout | nor2_1 | - |
| Net switching component of the power | 1.94 | mW |
| Yosys cell count | 6540 | - |
| Total routing resource utilization after global routing | 28.7 | % |
| Number of input and output port buffers inserted | 164 | - |
| Skew-Pair Late Insertion Delay | 0.78 | ns |
| Power density over the cells | 74.1 | nW/µm² |
| Horizontal die dimension | 483 | µm |
| Most numerous cell on the critical path | buf_4 | - |
| Largest net degree at the start of global routing | 132 | - |
| Relative contribution of the clock network to total power | 33.4 | % |
| Number of synthesized register bits | 1054 | - |
| Clock net sink count | 1054 | - |
| Iter 0 DRT Violations | 5267 | - |
| Number of cells produced by synthesis | 6540 | - |
| Reg clk slew, reported paths | 0.06 | ns |
| CP Class | in2out | - |
| Floorplan-stage core utilization | 30.2 | % |
| Share of the yosys chip area belonging to registers | 44.7 | % |
| Maxcap violations | 0 | - |
| Unrepaired setup endpoints after global routing | false | - |
| Placement row count | 176 | - |
| Synthesized area | 69500 | µm² |
| Share of final-layout standard cells stronger than drive strength 1 | 15.7 | % |
| Final critical path time including I/O delays and setup | 18.72 | ns |
| Worst Setup Start Kind | input pin | - |
| DRC violations left | 0 | - |
| Leakage Power | 28.9 | nW |
| Vias per inst | 6.00 | - |
| Worst reg2reg path startpoint | RF.register[29][4]$_SDFFCE_PN0P_ | - |
| Fmax | 53.4 | MHz |
| Type of the tightest min-delay check | reg2reg | - |
| Tool Warnings | 109 | - |
| Clock buffer count from CTS | 114 | - |
| Detailed Place HPWL | 223 | mm |
| Skew final | 0.0448 | ns |
| Result of the run | finished clean | - |
| Number of antenna violations at the first check in global routing | 15 | - |
| Gp weighted congestion | 1.07 | - |
| Number of slew-limit violations in the final report | 0 | - |
| First drt pass iteration count | 6 | - |
| Clock Path Buffers | 3 | - |
| Most instantiated flip-flop cell in the synthesis netlist | edfxtp_1 | - |
| Relative contribution of sequential cells to total power | 39.9 | % |
| Post-CTS setup buffers | 0 | - |
| Chip area | 233000 | µm² |
| Synthesized chip area reported by yosys | 69500 | µm² |
| Wire length of the first global-routing pass | 450 | mm |
| Unique cell types | 103 | - |
| I/O pin cnt | 173 | - |
| Transition time at the pin with the least slew margin | 1.15 | ns |
| Post-Route Setup TNS | 0 | ns |
## critical path: cells and delay by family
| family | cells | cell delay (ns) |
|---|---|---|
| buf+inv | 8 | 3.03 |
| compound gates | 7 | 1.66 |
| simple gates | 12 | 4.67 |
| xor+xnor | 1 | 0.14 |
| fa+ha+maj | 1 | 0.36 |
## layout make-up
| class | count | area [µm²] |
|---|---|---|
| Sequential cell | 1054 | 31000 |
| Timing Repair Buffer | 473 | 4030 |
| Fill cell | 22231 | 151000 |
| Tap cell | 3026 | 3790 |
| Clock inverter | 60 | 632 |
| Clock buffer | 153 | 3090 |
| Multi-Input combinational cell | 4810 | 36000 |
| Antenna cell | 15 | 37.5 |
| Inverter | 127 | 479 |
## per-layer routing
| layer | vias up | global-route usage, % | share of wire, % |
|---|---|---|---|
| met5 | - | 3.67 | 0.33 |
| met4 | 36 | 16.7 | 7.5 |
| met3 | 964 | 20.9 | 18 |
| met2 | 4681 | 39.6 | 42 |
| met1 | 27914 | 31.6 | 33 |
| li1 | 24725 | - | - |
## cell usage after synthesis (116+ instances only)
library cell,number,area (µm²)
o21ai_0,146,731
a21oi_1,263,1320
nor2_1,1318,4950
ha_1,130,1630
mux2i_1,669,6700
o22ai_1,156,976
nand2_1,326,1220
a22oi_1,150,1130
edfxtp_1,992,29800
inv_1,117,439
mux4_2,307,6910
nor3_1,165,826
clkbuf_1,355,1330
buf_2,116,581
## power by group through the flow
stage                 sequential, mW  combinational (mW)  clock, mW
after CTS                       2.34                1.51       1.97
after global routing            2.35                1.63       2.04
final                           2.34                1.56       1.96
## flip-flops by register name (all words and copies together) (netlist names)
name / count
RF.register: 1024
PCregister.q: 30
## kinds of logic (layout without fill, tap and decap cells)
kind of cell	after synthesis	count (layout)	synth area share, %
AND/OR/NAND/NOR	2324	2324	14.9
other	1	49	0.00540
XOR/XNOR	84	84	1.06
adder cells (fa/ha/maj)	133	133	2.43
flip-flops	1054	1054	44.7
buffers and inverters	709	813	4.65
multiplexers	1051	1051	20.8
AND-OR/OR-AND	1184	1184	11.4
## through the flow
step	hold slack, ns	instance area, µm²	std cells	power, mW	worst slack, ns
after CTS	0.667	79000	9703	5.82	3.32
after floorplan	0.580	69600	6573	3.22	6.54
after detailed placement	0.652	75300	9490	3.89	3.33
after global routing	0.713	79000	9706	6.02	3.01
final	0.675	79000	9718	5.86	3.18
after global placement	0.632	75300	9490	3.89	3.32
## worst max-delay path by stage
stage,start,to,slack [ns],cells after the start
finish,Instr[18],ZeroFlag,3.18,29
CTS,Instr[18],ZeroFlag,3.32,29
global route,Instr[18],ZeroFlag,3.01,29
No activity file was given, so power comes from the tool's default toggle rates.
