--- design/flow/run.sh ---
#!/bin/bash
# OpenROAD 26Q1-2900-gdf79404cd8, Yosys 0.63+post, stock flow scripts
make -C /OpenROAD-flow-scripts/flow DESIGN_CONFIG=/design/flow/config.mk WORK_HOME=/design/flow/orfs finish
--- design/flow/config.mk ---
export PLATFORM = sky130hd
export DESIGN_NAME = sram
export DESIGN_NICKNAME = sram
export VERILOG_FILES = /design/flow/design.v
export SDC_FILE = /design/flow/constraint.sdc
export NUM_CORES = 4
export LEC_CHECK = 1
export CORE_UTILIZATION = 30
--- design/flow/constraint.sdc ---
current_design sram

set clk_period 27.3
set clk_io_pct 0.2

create_clock -name clk0 -period $clk_period [get_ports {clk}]

set non_clock_inputs [all_inputs -no_clocks]
set_input_delay [expr $clk_period * $clk_io_pct] -clock clk0 $non_clock_inputs
set_output_delay [expr $clk_period * $clk_io_pct] -clock clk0 [all_outputs]
--- design/flow/design.v ---
module sram(
    input wire clk,
    input wire WriteEn,
    input wire ReadEn,
    input wire [5:0] Address,
    input wire [31:0] WriteData,
    output reg [31:0] ReadData
);
	reg	[31:0]	MEMORY[0:63];
	always@(posedge clk)
	begin
		if(WriteEn)
			MEMORY[Address] <= WriteData;
		else if(ReadEn)
					ReadData <= MEMORY[Address];
			  else	
					ReadData <= 32'b0;
	end
endmodule
==> flow_metrics.py <==
# Auto-generated metrics
metrics = {
    "route": {
        "via_count": 46900,
        "vias_per_cell": 5.71,
        "drtPass1Iterations": 5,
        "totalWireLength_um": 271000,
        "drtAntennaViolNets": 0,
        "drt_first_iter_violations": 3584,
        "post_drt_wl_per_cell_um": 33.0,
        "drc": 0,
    },
    "sta": {
        "slew-limit-headroom_pct": 23.7,
        "fin_crit_sh_pct": 35.9,
        "worst_pin_slew_ns": 1.14,
        "setup_viol_count_final": 0,
        "maxClockFrequency_ghz": 0.102,
        "rsz0062_at_grt": "false",
        "hold_ws_ns": 0.873,
        "skew_ns": 0.0450,
        "period_minus_slack_ns": 9.81,
        "hold_violations": 0,
        "drv_slew": 0,
        "tns_ns": 0,
    },
    "die": {
        "pin_count": 73,
        "fp_util_pct": 30.3,
        "die_h_um": 518,
        "core_um2": 263000,
        "die_area_um2": 268000,
        "core.rowCount": 188,
        "die_w_um": 518,
    },
    "run": {
        "drv_cap": 0,
        "warnings": 26,
    },
    "setup_path": {
        "r2r_end": "ReadData[9]",
        "start_kind": "input port",
        "critPathRequiredTime_ns": 27.76,
        "crit_path_max_incr_delay_ns": 0.91,
        "reg2regPathDepth": 5,
        "path_max_fanout": 80,
        "rrSetupSlack_ns": 24.60,
        "crit_arrival_ns": 10.27,
        "reg2reg_from": "MEMORY[14][9]",
        "slowest_stage": "nor2_4",
        "worstSetupPathType": "in2reg",
        "endpoint_kind": "register",
        "crit_top_cell": "buf_4",
        "worstPathCellList": "buf_8 -> buf_4 -> and2_4 -> buf_4 -> nand3_1 -> nor2_4 -> buf_4",
    },
    "clocking": {
        "postCtsHoldBufs": 0,
        "cts_tree": "yes",
        "insertion_delay_ns": 0.86,
        "cts_inserted_buffers": 202,
        "root_buffer": "clkbuf_16",
        "cts_setup_buffers": 0,
        "cts-resized-gates": 0,
        "cts_buffer_depth": 3,
        "cts_sinks": 2080,
        "path_clk_slew_ns": 0.06,
        "cts_htree_levels": 4,
    },
    "synthesis": {
        "synthTopCellsByArea": "edfxtp_1 (78%), a221oi_1 (4.9%), a22oi_1 (2.2%), mux4_2 (1.5%), mux2i_1 (1.2%)",
        "yosys_cells": 4418,
        "top_cell_area_share_pct": 78.3,
        "synth.avg_cell_area_um2": 18.1,
        "yosysTopAreaCell": "edfxtp_1",
        "ys_seq_elements": 2080,
        "edf_count": 2080,
        "yosysChipArea_um2": 79800,
        "synth_cell_types": 69,
        "flop_cell": "edfxtp_1",
        "syn-cell-area_um2": 79800,
        "synth_seq_share_pct": 78.3,
        "syn_inst": 4418,
        "async_flop_share_pct": 0,
        "ys_warn_count": 1,
    },
    "global_route": {
        "antenna_found_initial": 13,
        "grt_pass1_wl_um": 378000,
        "grt_max_degree": 94,
        "first_global_vias": 49500,
        "track_usage_pct": 21.4,
        "overflow": 0,
    },
    "power_and_ir_drop": {
        "p_seq_share_pct": 53.7,
        "power_w": 0.00661,
        "ir_worst_vdd_uv": 67.3,
        "power.leakage_nw": 27.6,
        "internal_power_w": 0.00514,
        "p_per_area_nw_per_um2": 72.2,
        "switchingPower_w": 0.00148,
        "p_clk_share_pct": 40.6,
        "combPwrFrac_pct": 5.7,
        "swShare_pct": 22.3,
    },
    "min_path": {
        "min_from": "MEMORY[11][31]",
        "holdPathEnd": "ReadData[31]",
        "hold-path-cell-count": 4,
        "hp-class": "reg2reg",
    },
    "place": {
        "dp_hpwl_um": 153000,
        "placed_area_um2": 85300,
        "dp_cells": 7852,
        "gp_congestion": 0.928,
        "portBuffers": 72,
    },
    "cells_and_area": {
        "multiInputGateArea_um2": 16100,
        "drive_gt1_share_pct": 16.4,
        "layoutNonFillerInstCount": 8228,
        "syn2layout_area_growth_pct": 14.8,
        "seq_area_um2": 62500,
        "fill_cells": 24300,
        "design_area_um2": 91600,
    },
    "run_status": {
        "status": "finished, final reports clean",
    },
}
[placed cells by master (no fill, tap or decap), drive strengths merged, types with 54 or more instances in the layout]
cell type	count
mux2i	95
buf	260
edfxtp	2080
nor2	93
mux4	54
clkinv	88
mux2	64
a221oi	447
o22ai	136
a21oi	59
nand2	77
a22oi	233
nand3b	72
clkbuf	254
o21ai	77
[critical path: cells and delay by family]
family / cells / cell delay [ns]
buffers and inverters: 4 / 2.18
AND/OR/NAND/NOR: 3 / 2.39
[layer usage]
layer | global-route usage, % | routed length, um | up-vias
li1 | - | - | 19100
met1 | 21.4 | 81200 | 23300
met2 | 30.5 | 120000 | 3836
met3 | 18.5 | 52600 | 738
met4 | 10.2 | 17100 | 26
met5 | 2.10 | 660 | -
[layout make-up]
type	instances	share of cell area, %
multi-input combinational	1953	17.6
sequential	2080	68.2
clock buffer	254	5.80
tap	3515	4.80
clock inverter	114	1.08
timing repair buffer	294	2.46
inverter	10	0.0546
antenna	8	0.0219
[stage by stage]
stage,setup slack [ns],util (%)
after detailed placement,16.79,32.4
after global routing,17.48,34.8
after floorplan,18.64,-
after global placement,16.84,32.4
final,17.49,34.8
after CTS,17.68,34.8
[kinds of logic (layout without fill, tap and decap cells)]
group | after synthesis | in the layout | synth area share, %
flops | 2080 | 2080 | 78.3
compound gates | 1231 | 1231 | 12.1
simple gates | 509 | 509 | 3.74
buf+inv | 385 | 672 | 2.25
mux | 213 | 213 | 3.62
other cells | 0 | 8 | 0
[synthesized netlist by cell type (11+ instances only)]
library cell  number
o22a_1            20
mux2_2            64
or3b_2            15
nor3_1            40
a211o_1           19
nor3b_1           43
buf_4             19
clkbuf_1         136
o22ai_1          136
o211ai_1          11
nor2_1            93
edfxtp_1        2080
a221oi_1         445
mux4_2            54
a41oi_1           28
nand3_1           22
a31oi_1           11
o21ai_0           76
a211oi_1          21
a2111oi_0         11
a21oi_1           59
nand3b_1          71
nand2_1           76
buf_2            176
o221ai_1          45
and3_1            43
buf_1             35
a221o_1           39
mux2i_1           95
a22o_1            29
nand2b_1          35
and3b_1           21
a22oi_1          233
[worst max-delay path by stage]
stage / slack (ns) / cells past startpoint / startpoint / to
CTS: 17.68 / 8 / Address[0] / MEMORY[63][25]
global route: 17.48 / 8 / Address[0] / MEMORY[63][27]
finish: 17.49 / 7 / Address[0] / MEMORY[55][26]
[power by group through the flow]
stage         clock network (W)  logic, W  registers, W
CTS                     0.00271  0.000372       0.00355
global route            0.00283  0.000396       0.00355
finish                  0.00268  0.000378       0.00355
[sequential cells by signal, summed over array words and instances, names as in the netlist]
signal    count
MEMORY     2048
ReadData     32
