### design/flow/run.sh
#!/bin/bash
# OpenROAD 26Q1-2900-gdf79404cd8, Yosys 0.63+post, stock flow scripts
make -C /OpenROAD-flow-scripts/flow DESIGN_CONFIG=/design/flow/config.mk WORK_HOME=/design/flow/orfs finish
### design/flow/config.mk
export PLATFORM = sky130hd
export DESIGN_NAME = Instruction_Memory
export DESIGN_NICKNAME = Instruction_Memory
export VERILOG_FILES = /design/flow/design.v
export SDC_FILE = /design/flow/constraint.sdc
export NUM_CORES = 4
export LEC_CHECK = 1
export CORE_AREA = 10 10 70 70
export DIE_AREA = 0 0 80 80
export SYNTH_MEMORY_MAX_BITS = 65536
### design/flow/constraint.sdc
current_design Instruction_Memory

set clk_period 3.3
set clk_io_pct 0.2

create_clock -name clk0 -period $clk_period

set non_clock_inputs [all_inputs -no_clocks]
set_input_delay [expr $clk_period * $clk_io_pct] -clock clk0 $non_clock_inputs
set_output_delay [expr $clk_period * $clk_io_pct] -clock clk0 [all_outputs]
### design/flow/design.v
module Instruction_Memory (
    input rst,           
    input [31:0] A,      
    output wire [31:0] RD  
);
    reg [31:0] mem[0:1023];  
    integer i;
    initial begin
        for (i = 0; i < 1024; i = i + 1) begin
            mem[i] = 32'h00000000;
        end
        mem[0] = 32'b00000010101000000000001100010011;
        mem[1] = 32'b00000110010000000000001110010011;
        mem[2] = 32'b00000000011001010010000000100011;
        mem[3] = 32'b00000000011101010010001000100011;
        mem[4] = 32'b00000000000001010010111000000011;
        mem[5] = 32'b00000000010001010010111010000011;
        mem[6] = 32'b00000011011100000000111100010011;
        mem[7] = 32'b00000001111001010010010000100011;
        mem[8] = 32'b00000000000001010010111110000011;
        mem[9] = 32'b00000000010001010010001010000011;
        mem[10] = 32'b00000000010111111000111110110011;
        mem[11] = 32'b00000000100001010010001010000011;
        mem[12] = 32'b00000000010111111000111110110011;
        mem[13] = 32'b00000001111101010010011000100011;
    end
    assign RD = (rst == 1'b0) ? {32{1'b0}} : mem[A[31:2]];  
endmodule
==> flow_metrics.py <==
# Physical implementation metrics
metrics = {
    "pwr": {
        "internal_power_uw": 35.4,
        "power.leakage_uw": 0.000410,
        "p_clk_share_pct": 0,
        "switching_share_pct": 49.0,
        "peakVddDrop_mv": 0.0282,
        "power.switching_uw": 34.0,
        "seqPwrFrac_pct": 0,
        "p_comb_share_pct": 100.0,
        "powerDensity_mw_per_mm2": 69.3,
    },
    "route": {
        "dr_total_vias": 662,
        "wl_per_cell_um": 11.7,
        "ant_nets": 0,
        "drc_errors": 0,
        "dr.pass1.iters": 4,
        "wl_met1_um": 825,
        "via_per_inst": 4.06,
        "dr.max_layer_used": "met3",
        "wl_met3_um": 163,
        "antenna_cells": 0,
        "met2_length_um": 914,
        "wl_mm": 1.90,
        "drt_iter0_drc": 15,
    },
    "grt": {
        "grt_pass1_wl_mm": 3.11,
        "grt_antenna_before_repair": 0,
        "track_usage_pct": 5.68,
        "grt_start_max_net_pins": 26,
        "grt_pass1_vias": 643,
        "grt_overflow": 0,
    },
    "layout": {
        "flop-count": 0,
        "num-clock-buffers": 0,
        "area_growth_pct": 56.3,
        "instances_no_fill": 163,
        "flop_area_um2": 0,
        "layout-drive-gt1-share_pct": 12.0,
    },
    "synthesis": {
        "yosys_cells": 89,
        "synth_top_area_share_pct": 16.4,
        "largest_area_cell": "buf_4",
        "synth_cells": 89,
        "top_cells_by_area": "buf_4, ha_1, mux2i_1",
        "synth_cell_types": 25,
        "ys_warn_count": 1,
        "postSynthSeqShare_pct": 0,
        "synthesis.area_um2": 641,
        "synth_area_per_cell_um2": 7.20,
        "yosysChipArea_um2": 641,
    },
    "clock_tree": {
        "cts_hold_repair.buffers": 0,
        "cts_resized": 0,
        "post_cts_buffers": 0,
    },
    "final_timing": {
        "holdWs_ps": 2220,
        "fin_crit_sh_pct": 96.1,
        "min_period_ps": 3170,
        "fmax_mhz": 315,
        "setup_viol": 0,
        "slew_violations": 0,
        "rsz0062_at_grt": "no",
        "hold_viol_final": 0,
        "tns_ps": 0,
    },
    "setup_path": {
        "crit_type": "primary input to output pin",
        "required_ps": 2640,
        "cp-end-kind": "output pin",
        "cp-start-kind": "primary input",
        "cp_max_fo": 8,
        "arrival_ps": 2510,
    },
    "outcome": {
        "run_status": "finished clean",
    },
    "floorplan": {
        "dieHeight_um": 80,
        "num_rows": 21,
        "fp.dieW_um": 80,
        "fp_util_pct": 18.8,
        "dieArea_mm2": 0.00640,
        "core_area_mm2": 0.00342,
        "num_io_pins": 65,
    },
    "flow_run": {
        "tool_warnings": 61,
        "drv_cap": 0,
    },
    "place": {
        "gp_congestion": 0.797,
        "dp_cells": 163,
        "hpwl_mm": 1.61,
        "place.port_buffers": 33,
    },
    "worst_hold_path": {
        "holdPathStages": 5,
        "worstHoldPathType": "primary input to output pin",
    },
}
[stage by stage]
step                setup slack [ps]  total power (uW)  cell area [um2]  util (%)
detailed placement              28.3              69.0              988      28.9
CTS                             28.3              69.3              988      28.9
finish                           130              69.4             1000      29.3
global route                    17.6              78.7             1000      29.3
global placement                56.7              68.4              988      28.9
floorplan                       1080              46.2              674         -
[power by group through the flow]
stage                 registers (uW)  logic, uW  clock network (uW)
final                              0       69.4                   0
after global routing               0       78.7                   0
after CTS                          0       69.3                   0
[cell usage in the layout (no fill, tap or decap), types with 2 or more instances in the layout]
master            n
inv_1             3
nor2_1            7
a21oi_1           8
buf_4             5
nand2b_1          2
nor2b_1           4
buf_12            2
o21ai_0           4
a211oi_1          5
mux2i_1           5
nor3_1            7
a2111oi_2         2
clkdlybuf4s50_1  32
conb_1           10
ha_1              8
[final cells by class]
| cell class | count | area [um2] |
|---|---|---|
| Tap cell | 46 | 57.6 |
| Timing Repair Buffer | 40 | 410 |
| Fill cell | 382 | 2410 |
| Inverter | 4 | 15.0 |
| Multi-Input combinational cell | 73 | 518 |
[cells in the mapped netlist, drive strengths merged (2+ instances only)]
cell type,number
inv,4
buf,20
mux2i,5
nand2,2
a21oi,8
nor4b,2
nor2,7
a211oi,6
nor2b,4
o21ai,4
nand2b,2
a2111oi,2
ha,8
nor3,8
[per-layer routing]
metal  GRT usage [%]  vias up
li1                -      344
met5               0        -
met2            9.71       22
met4               0        0
met1            7.45      296
met3            1.36        0
[final timing paths]
check / start / endpoint / slack, ps
setup / recovery: A[5] / RD[5] / 130
hold / removal: A[3] / RD[18] / 2220
[kinds of logic after synthesis]
family | Yosys count | synth area share, %
fa+ha+maj | 8 | 15.6
simple gates | 29 | 27.5
compound gates | 21 | 22.5
buf+inv | 25 | 26.0
mux | 5 | 7.81
other cells | 1 | 0.585
[critical path, stage by stage]
cell and delay (ps):
clkdlybuf4s50_1 550, inv_1 310, nor3_1 120, a2111oi_2 330, clkdlybuf4s50_1 530
Power is estimated from default activity; no workload was simulated.
